==> ./design.v <==
module dkongjr_adec(
I_CLK12M,
I_CLK,
I_RESET_n,
I_AB,
I_DB,
I_MREQ_n,
I_RFSH_n,
I_RD_n,
I_WR_n,
I_VRAMBUSY_n,
I_VBLK_n,
O_WAIT_n,
O_NMI_n,
O_ROM_CS_n,
O_RAM1_CS_n,
O_RAM2_CS_n,
O_RAM3_CS_n,
O_DMA_CS_n,
O_6A_G_n,
O_OBJ_RQ_n,
O_OBJ_RD_n,
O_OBJ_WR_n,
O_VRAM_RD_n,
O_VRAM_WR_n,
O_SW1_OE_n,
O_SW2_OE_n,
O_SW3_OE_n,
O_DIP_OE_n,
O_4H_Q,
O_5H_Q,
O_6H_Q,
O_3D_Q
);
input  I_CLK12M;
input  I_CLK;           
input  I_RESET_n;
input  [15:0]I_AB;
input  [3:0]I_DB;
input  I_MREQ_n;
input  I_RFSH_n;
input  I_RD_n;
input  I_WR_n;
input  I_VRAMBUSY_n;
input  I_VBLK_n;
output O_ROM_CS_n;       
output O_RAM1_CS_n;      
output O_RAM2_CS_n;      
output O_RAM3_CS_n;      
output O_DMA_CS_n;       
output O_6A_G_n;         
output O_OBJ_RQ_n;       
output O_OBJ_RD_n;       
output O_OBJ_WR_n;       
output O_VRAM_RD_n;      
output O_VRAM_WR_n;      
output O_SW1_OE_n;       
output O_SW2_OE_n;       
output O_SW3_OE_n;       
output O_DIP_OE_n;       
output [1:0]O_4H_Q;      
output [7:0]O_5H_Q;      
output [7:0]O_6H_Q;      
output [4:0]O_3D_Q;      
output O_WAIT_n;
output O_NMI_n;
wire   [3:0]W_2A1_Q,W_2A2_Q;
wire   [7:0]W_4D_Q,W_2B_Q,W_2C_Q,W_2D_Q;
wire   [7:0]W_1B_Q,W_1C_Q;
reg    [7:0]W_5H_Q;
reg    [1:0]W_4H_Q;
reg    W_7F1_Qn;
reg    W_7F2_Q;
assign O_WAIT_n = W_7F1_Qn;
always@(posedge I_CLK or negedge I_VBLK_n)
begin
   if(I_VBLK_n == 1'b0)
      W_7F1_Qn <= 1'b1;
   else
      W_7F1_Qn <= I_VRAMBUSY_n | W_2A2_Q[1];
end
always@(negedge I_CLK)
begin
   W_7F2_Q <= W_7F1_Qn;
end
wire  W_VBLK = ~I_VBLK_n;
reg   O_NMI_n;
always@(posedge W_VBLK or negedge W_5H_Q[4])
begin
   if(~W_5H_Q[4])
      O_NMI_n <= 1'b1;
   else
      O_NMI_n <= 1'b0;
end
logic_74xx138 U_4D(
.I_G1(I_RFSH_n),
.I_G2a(I_AB[15]),
.I_G2b(I_AB[15]),
.I_Sel(I_AB[14:12]),
.O_Q(W_4D_Q)
);
assign O_ROM_CS_n = W_4D_Q[0]&W_4D_Q[1]&W_4D_Q[2]&W_4D_Q[3]&W_4D_Q[4]&W_4D_Q[5];
logic_74xx139 U_2A_1(
.I_G(W_4D_Q[7]),
.I_Sel({1'b0,I_AB[11]}),
.O_Q(W_2A1_Q)
);
assign O_DMA_CS_n = W_2A1_Q[1]|I_AB[10];
assign O_6A_G_n   = W_2A1_Q[0];
logic_74xx139 U_2A_2(
.I_G(W_4D_Q[7] | I_MREQ_n),
.I_Sel(I_AB[11:10]),
.O_Q(W_2A2_Q)
);
assign O_OBJ_RQ_n = W_2A2_Q[0];
logic_74xx138 U_2B(
.I_G1(1'b1),
.I_G2a(I_RD_n),
.I_G2b(I_MREQ_n),
.I_Sel({W_4D_Q[7],I_AB[11:10]}),
.O_Q(W_2B_Q)
);
assign O_OBJ_RD_n  = W_2B_Q[0];
assign O_VRAM_RD_n = W_2B_Q[1];
logic_74xx138 U_2C(
.I_G1(W_7F2_Q),
.I_G2a(I_WR_n),
.I_G2b(I_MREQ_n),
.I_Sel({W_4D_Q[7],I_AB[11:10]}),
.O_Q(W_2C_Q)
);
assign O_OBJ_WR_n  = W_2C_Q[0];
assign O_VRAM_WR_n = W_2C_Q[1];
logic_74xx138 U_2D(
.I_G1(1'b1),
.I_G2a(I_WR_n & I_RD_n),
.I_G2b(I_MREQ_n),
.I_Sel({W_4D_Q[6],I_AB[11:10]}),
.O_Q(W_2D_Q)
);
assign O_RAM1_CS_n = W_2D_Q[0];
assign O_RAM2_CS_n = W_2D_Q[1];
assign O_RAM3_CS_n = W_2D_Q[2];
logic_74xx138 U_1B(
.I_G1(1'b1),
.I_G2a(I_RD_n),
.I_G2b(W_2A2_Q[3]),
.I_Sel(I_AB[9:7]),
.O_Q(W_1B_Q)
);
assign O_SW1_OE_n = W_1B_Q[0];
assign O_SW2_OE_n = W_1B_Q[1];
assign O_SW3_OE_n = W_1B_Q[2];
assign O_DIP_OE_n = W_1B_Q[3];
logic_74xx138 U_1C(
.I_G1(1'b1),
.I_G2a(I_WR_n),
.I_G2b(W_2A2_Q[3]),
.I_Sel(I_AB[9:7]),
.O_Q(W_1C_Q)
);
always@(posedge I_CLK12M or negedge I_RESET_n)
begin
   if(I_RESET_n == 1'b0) begin
      W_5H_Q <= 0;
   end 
   else begin
      if(W_1C_Q[3] == 1'b0) begin
         case(I_AB[2:0])
            3'h0 : W_5H_Q[0] <= I_DB[0];
            3'h1 : W_5H_Q[1] <= I_DB[0];
            3'h2 : W_5H_Q[2] <= I_DB[0];
            3'h3 : W_5H_Q[3] <= I_DB[0];
            3'h4 : W_5H_Q[4] <= I_DB[0];
            3'h5 : W_5H_Q[5] <= I_DB[0];
            3'h6 : W_5H_Q[6] <= I_DB[0];
            3'h7 : W_5H_Q[7] <= I_DB[0];
         endcase
      end
   end
end
reg    [7:0]W_6H_Q;
always@(posedge I_CLK12M or negedge I_RESET_n)
begin
   if(I_RESET_n == 1'b0) begin
      W_6H_Q <= 0;
   end 
   else begin
      if(W_1C_Q[2] == 1'b0) begin
         case(I_AB[2:0])
            3'h0 : W_6H_Q[0] <= I_DB[0];
            3'h1 : W_6H_Q[1] <= I_DB[0];
            3'h2 : W_6H_Q[2] <= I_DB[0];
            3'h3 : W_6H_Q[3] <= I_DB[0];
            3'h4 : W_6H_Q[4] <= I_DB[0];
            3'h5 : W_6H_Q[5] <= I_DB[0];
            3'h6 : W_6H_Q[6] <= I_DB[0];
            3'h7 : W_6H_Q[7] <= I_DB[0];
         endcase
      end
   end
end
always@(posedge I_CLK12M or negedge I_RESET_n)
begin
   if(I_RESET_n == 1'b0) begin
      W_4H_Q <= 0;
   end 
   else begin
      if(W_1C_Q[1] == 1'b0) begin
         case(I_AB[0])
            3'h0 : W_4H_Q[0] <= I_DB[0];  
            3'h1 : W_4H_Q[1] <= I_DB[0];  
         endcase
      end
   end
end
reg   [4:0]O_3D_Q;
always@(posedge W_1C_Q[0] or negedge I_RESET_n)
begin
   if(I_RESET_n == 1'b0) begin
		O_3D_Q <= 0;
	end
   else begin
      O_3D_Q <= I_DB;      
   end 
end
assign O_5H_Q = W_5H_Q;
assign O_6H_Q = W_6H_Q;
assign O_4H_Q = W_4H_Q;
endmodule
module  logic_74xx109(
CLK,
RST,
I_J,
I_K,
O_Q
);
input  CLK,RST;
input  I_J,I_K;
output O_Q;
reg    Q;
assign O_Q   = Q;
always@(posedge CLK or negedge RST)
begin
   if(RST == 1'b0) Q <= 1'b0;
   else begin
      case({I_J,I_K})
         2'b00: Q <= 1'b0;
         2'b01: Q <= Q;
         2'b10: Q <= ~Q;
         2'b11: Q <= 1'b1;
      endcase
   end
end
endmodule
module  logic_74xx138(
I_G1,
I_G2a,
I_G2b,
I_Sel,
O_Q
);
input  I_G1,I_G2a,I_G2b;
input  [2:0]I_Sel;
output [7:0]O_Q;
reg    [7:0]O_Q;
wire   [2:0]I_G = {I_G1,I_G2a,I_G2b};
always@(I_G or I_Sel or O_Q)
begin
   if(I_G == 3'b100 )begin
      case(I_Sel)
         3'b000: O_Q = 8'b11111110;
         3'b001: O_Q = 8'b11111101;
         3'b010: O_Q = 8'b11111011;
         3'b011: O_Q = 8'b11110111;
         3'b100: O_Q = 8'b11101111;
         3'b101: O_Q = 8'b11011111;
         3'b110: O_Q = 8'b10111111;
         3'b111: O_Q = 8'b01111111;
	  endcase
   end
   else begin
      O_Q = 8'b11111111;
   end
end
endmodule
module  logic_74xx139(
I_G,
I_Sel,
O_Q
);
input  I_G;
input  [1:0]I_Sel;
output [3:0]O_Q;
reg    [3:0]O_Q;
always@(I_G or I_Sel or O_Q)
begin
   if(I_G == 1'b0 )begin
      case(I_Sel)
         2'b00: O_Q = 4'b1110;
         2'b01: O_Q = 4'b1101;
         2'b10: O_Q = 4'b1011;
         2'b11: O_Q = 4'b0111;
	  endcase
   end
   else begin
      O_Q = 4'b1111;
   end
end
endmodule
==> ./run.sh <==
#!/bin/bash
# OpenROAD 26Q1-2900-gdf79404cd8, Yosys 0.63+post, stock flow scripts
make -C /OpenROAD-flow-scripts/flow DESIGN_CONFIG=/design/flow/config.mk WORK_HOME=/design/flow/orfs finish
==> ./config.mk <==
export PLATFORM = sky130hd
export DESIGN_NAME = dkongjr_adec
export DESIGN_NICKNAME = dkongjr_adec
export VERILOG_FILES = /design/flow/design.v
export SDC_FILE = /design/flow/constraint.sdc
export NUM_CORES = 4
export LEC_CHECK = 1
export CORE_UTILIZATION = 30
==> ./constraint.sdc <==
current_design dkongjr_adec

set clk_period 2.0
set clk_io_pct 0.2

create_clock -name clk0 -period $clk_period [get_ports {I_CLK}]
create_clock -name clk1 -period $clk_period [get_ports {I_CLK12M}]
create_clock -name clk2 -period $clk_period [get_ports {I_VBLK_n}]

set non_clock_inputs [all_inputs -no_clocks]
set_input_delay [expr $clk_period * $clk_io_pct] -clock clk0 $non_clock_inputs
set_output_delay [expr $clk_period * $clk_io_pct] -clock clk0 [all_outputs]
==> impl_metrics.env <==
# yosys + openroad results
export IMPL_outcome="complete, but fails checks"
export IMPL_violations="negative hold slack, negative setup slack"
export IMPL_drv_slew=0
export IMPL_ys_ff=25
export IMPL_worstPathMaxFanout=1
export IMPL_cts_hold_buf=0
export IMPL_crit_slowest_cell="dfstp_2"
export IMPL_path_class="reg2out"
export IMPL_fp_dieH_microns=67.0
export IMPL_unclocked_pins=4
export IMPL_cp_start_kind="flip-flop"
export IMPL_wirelength_microns=3330
export IMPL_p_total_uw=1300
export IMPL_clkTransAtPathRegs_ns=0.03
export IMPL_grt_pass1_vias=1269
export IMPL_hold_path_class="clk2async"
export IMPL_untimed_endpoints=8
export IMPL_slew_headroom_pct=61.6
export IMPL_end_kind="output pin"
export IMPL_r2r_setup_slack_ns=0.49
export IMPL_first_iter_violations=37
export IMPL_synth_seq_share_pct=49.1
export IMPL_fp_row_count=23
export IMPL_grt_use_total_pct=16.3
export IMPL_netlist_area_sq_um=1270
export IMPL_dr_total_vias=1245
export IMPL_finalWorstSetupSlack_ns=-0.351
export IMPL_finalSetupTns_ns=-0.900
export IMPL_path_delay_family="flip-flops"
export IMPL_reg2reg_from="W_7F1_Qn$_DFF_PN1_"
export IMPL_cp_required_ns=1.60
export IMPL_postRouteAntennaNets=0
export IMPL_worstPathArrival_ns=1.95
export IMPL_drv_cap=0
export IMPL_crit_buf_inv=1
export IMPL_final_util_pct=58.4
export IMPL_reg2reg_depth=0
export IMPL_area_growth_pct=85.4
export IMPL_path_cells="buf_2"
export IMPL_grt_max_degree=23
export IMPL_ys_types=31
export IMPL_core_sq_um=4030
export IMPL_fp_dieW_microns=67.0
export IMPL_antenna_found_initial=0
export IMPL_gp_congestion=0.812
export IMPL_overflow=0
export IMPL_cts_tree="done"
export IMPL_synth_cells_yosys=115
export IMPL_io_buffers=61
export IMPL_dp_hpwl_microns=2380
export IMPL_p_per_area_nw_per_um2=554
export IMPL_synth_cells=115
export IMPL_finalHoldViolations=1
export IMPL_warnings=33
export IMPL_leakage_uw=0.00103
export IMPL_n_antenna_cell=0
export IMPL_drc=0
export IMPL_peakVddDrop_mv=0.743
export IMPL_max_stage_delay_ns=0.50
export IMPL_ys_chip_area_sq_um=1270
export IMPL_vias_per_cell=4.72
export IMPL_syn_area_per_cell_sq_um=11.0
export IMPL_finalSetupViolations=3
export IMPL_pin_count=69
export IMPL_post_drt_wl_per_cell_microns=12.6
export IMPL_dieArea_sq_um=4490
export IMPL_fp_util_pct=31.5
export IMPL_grt_first_pass_wirelength_microns=5400
export IMPL_drive_gt1_share_pct=39.3
export IMPL_clock_skew_final_ns=0.0583
export IMPL_layout_top_cells="clkdlybuf4s50_1 (35), dfrtp_1 (22), buf_4 (22), clkbuf_8 (12)"
export IMPL_synth_warning_count=3
export IMPL_r2r_end="W_7F2_Q$_DFF_N_"
export IMPL_whs_ns=-0.168
export IMPL_worstMarginPinSlew_ns=0.574
export IMPL_final_common_cell="clkdlybuf4s50_1"
export IMPL_first_pass_iters=4
export IMPL_rsz0062_at_grt="true"
[worst max path at each step]
stage	startpoint	to	slack, ns	cells after the start
after CTS	O_NMI_n$_DFF_NN1_	O_NMI_n	-0.36	1
after global routing	O_NMI_n$_DFF_NN1_	O_NMI_n	-0.37	1
final	O_NMI_n$_DFF_NN1_	O_NMI_n	-0.35	1
[registers in the layout (all words and copies together), names as in the netlist]
signal and count:
O_3D_Q 4, O_NMI_n 1, W_4H_Q 2, W_5H_Q 8, W_6H_Q 8, W_7F1_Qn 1
W_7F2_Q 1
[final cells by class]
type | instances | area [sq um]
multi-input combinational | 83 | 707
tap | 50 | 62.6
clock inverter | 2 | 7.51
clock buffer | 13 | 169
inverter | 2 | 10.0
fill | 325 | 1680
sequential | 25 | 623
timing repair buffer | 89 | 773
[logic make-up after synthesis]
group	synth area share, %
other	0.296
buffers and inverters	3.35
AND-OR/OR-AND	1.18
AND/OR/NAND/NOR	30.1
multiplexers	16.0
flip-flops	49.1
[synthesized netlist by cell type (all sizes together)]
cell	instances	area share, %
mux2	18	16
clkbuf	1	0.30
nor3b	3	1.8
dfxtp	1	1.6
and4bb	1	0.99
nand3	1	0.79
and3b	1	0.99
or3	1	0.49
dfrtp	22	43
inv	4	1.2
nor2	11	3.3
nand3b	4	2.4
nand4	3	1.5
nand4b	1	0.69
buf	3	1.9
a2111oi	1	1.2
and4b	2	1.6
nor2b	2	0.99
conb	1	0.30
nand2	12	3.6
nor4b	1	0.69
nor3	7	2.8
or2	1	0.49
dfstp	2	4.1
nor4	3	2.7
nand2b	7	3.5
or4b	1	1.1
[metrics by stage]
step	cell area, sq um	hold WS (ns)	setup WS [ns]	std cells
floorplan	1270	-0.148	0.126	116
global placement	2080	-0.148	-0.539	244
detailed placement	2080	-0.148	-0.554	244
CTS	2340	-0.166	-0.360	264
global route	2350	-0.167	-0.373	264
finish	2350	-0.168	-0.351	264
[report_power, final]
part	total, uW	switching (uW)	internal [uW]	leakage (uW)
clock	732	204	527	0.0000981
sequential	431	0.498	431	0.000327
combinational	140	66.3	73.7	0.000602
total	1300	271	1030	0.00103
[timing repair]
item                                    4_1_cts  5_1_grt
endpoints found under the hold margin         0        0
buffers inserted                              7        1
endpoints found under the setup margin       15       18
resized                                      77        8
pin swaps                                    15        6
[routing by layer]
layer / global-route usage (%) / share of wire (%) / vias up / wire (microns)
li1: - / - / 599 / -
met1: 22.4 / 46 / 588 / 1550
met2: 24.1 / 43 / 56 / 1430
met3: 6.25 / 9.7 / 2 / 322
met4: 4.26 / 0.93 / 0 / 31
met5: 0 / 0 / - / 0
Power and IR drop assume default switching activity.
