==> design/flow/run.sh <==
#!/bin/bash
# OpenROAD 26Q1-2900-gdf79404cd8, Yosys 0.63+post, stock flow scripts
make -C /OpenROAD-flow-scripts/flow DESIGN_CONFIG=/design/flow/config.mk WORK_HOME=/design/flow/orfs finish
==> design/flow/config.mk <==
export PLATFORM = sky130hd
export DESIGN_NAME = dkongjr_wav_sound
export DESIGN_NICKNAME = dkongjr_wav_sound
export VERILOG_FILES = /design/flow/design.v
export SDC_FILE = /design/flow/constraint.sdc
export NUM_CORES = 4
export LEC_CHECK = 1
export CORE_UTILIZATION = 30
==> design/flow/constraint.sdc <==
current_design dkongjr_wav_sound

set clk_period 6.1
set clk_io_pct 0.2

create_clock -name clk0 -period $clk_period [get_ports {I_CLK}]

set non_clock_inputs [all_inputs -no_clocks]
set_input_delay [expr $clk_period * $clk_io_pct] -clock clk0 $non_clock_inputs
set_output_delay [expr $clk_period * $clk_io_pct] -clock clk0 [all_outputs]
==> design/flow/design.v <==
module dkongjr_wav_sound(
O_ROM_AB,
I_ROM_DB,
I_CLK,
I_RSTn,
I_MSAMPLE,
I_SW
);
output [18:0]O_ROM_AB;
input  [7:0]I_ROM_DB;
input  I_CLK,I_RSTn;
input  [2:0]I_MSAMPLE;
input  [3:0]I_SW; 
parameter Sample_cnt = 2228;
parameter Walk_cnt = 13'h01f4;  
parameter Jump_cnt = 13'h1e20;  
parameter Foot_cnt = 13'h1750;  
parameter Fall_cnt = 13'h1750;  
reg   [11:0]sample;
reg   sample_pls;
always@(posedge I_CLK or negedge I_RSTn)
begin
  if(! I_RSTn)begin
    sample <= 0;
    sample_pls <= 0;
  end else begin
    sample <= (sample == Sample_cnt-1) ? 0 : sample+1;
    sample_pls <= (sample == Sample_cnt-1)? 1 : 0 ;
  end
end
reg    [1:0]sw0,sw1,sw2,sw3;
reg    [3:0]status0;
reg    [3:0]status1;
reg    [2:0]status2;
reg    [12:0]ad_cnt;
reg    [12:0]end_cnt;
always@(posedge I_CLK or negedge I_RSTn)
begin
  if(! I_RSTn)begin
    sw0 <= 0;
    sw1 <= 0;
    sw2 <= 0;
	 sw3 <= 0;
    status0 <= 0;
    status1 <= 0;
    status2 <= 1;
    end_cnt <= Foot_cnt;
    ad_cnt  <= 0;
  end else begin
    sw0[0] <= ~I_SW[2];  
    sw0[1] <= sw0[0];
    status0[0] <= ~sw0[1]&sw0[0];
    sw1[0] <= ~I_SW[0];  
    sw1[1] <= sw1[0];
    status0[1] <= ~sw1[1]&sw1[0];
    sw2[0] <= ~I_SW[1];  
    sw2[1] <= sw2[0];
    status0[2] <= ~sw2[1]&sw2[0];
    sw3[0] <= ~I_SW[3];  
    sw3[1] <= sw3[0];
    status0[3] <= ~sw3[1]&sw3[0];	 
    if(status0 > status1)begin
      ad_cnt <= 0;
		if(status0[3])begin
		  status1 <= 4'b1111;
        status2 <= 3'b100;
        end_cnt <= Fall_cnt;		
  	   end	else if(status0[2])begin
	     status1 <= 4'b0111;
        status2 <= 3'b011;
        end_cnt <= Jump_cnt;
      end	else if(status0[1])begin
        status1 <= 4'b0011;
        status2 <= 3'b010;
        end_cnt <= Walk_cnt;
      end	else begin
        status1 <= 4'b0001;
        status2 <= 3'b001;
        end_cnt <= Foot_cnt;
      end
    end else begin
      if(sample_pls)begin
        if(ad_cnt >= end_cnt)begin
          status1 <= 3'b000;
          ad_cnt <= ad_cnt;
        end else begin
          ad_cnt <= ad_cnt+1 ;
        end
      end
    end
  end
end
reg   [15:0]wav_ad;
wire  [3:0]walk_offset = {3'b000,ad_cnt[11]} + I_MSAMPLE;
wire  [3:0]jump_offset = {3'b000,ad_cnt[12]} + 4'h3;
wire  [3:0]foot_offset = {3'b000,ad_cnt[12]} + 4'h5;
wire  [3:0]fall_offset = {3'b000,ad_cnt[12]} + 4'h7;
always@(posedge I_CLK)
begin
  case(status2)
    3'b001: wav_ad <= {foot_offset,ad_cnt[11:0]} ;
	 3'b010: wav_ad <= {1'b0, walk_offset, ad_cnt[10:0]} ;
    3'b011: wav_ad <= {jump_offset,ad_cnt[11:0]} ;
	 3'b100: wav_ad <= {fall_offset,ad_cnt[11:0]} ;
    default:;
  endcase
end
assign O_ROM_AB  = {3'b001,wav_ad};
endmodule
==> GITHUB_STEP_SUMMARY <==
## Synthesis and layout report

| Metric | Value |
|---|---|
| DR iter-0 viols | `77` |
| Tcrit/Tclk final | `0.387` |
| PD cells | `324 nW/µm²` |
| Die Area | `10900 µm²` |
| I/O pins | `36` |
| CTS H-tree depth | `3` |
| Starting Density | `0.307` |
| Post-Route Utilization | `0.359` |
| Fmax | `0.423 GHz` |
| Outcome | `finished clean` |
| Clock transition at path regs | `0.07 ns` |
| Pin count of the biggest net entering global routing | `51` |
| Total global routing overflow | `0` |
| Worst-path cell chain | `clkdlybuf4s50_1` |
| Required time of the critical path | `4.88 ns` |
| Area reported by Yosys stat | `3160 µm²` |
| Number of flops mapped to enable cells by yosys | `16` |
| Register area share after synthesis | `0.550` |
| Final wirelength | `5.17 mm` |
| Final setup viols | `0` |
| Area Growth Syn to Fin | `17.0%` |
| Crit path max-delay family | `buffers and inverters` |
| Lkg Pwr | `1.60 nW` |
| Top-area cell share | `0.373` |
| Post-CTS Hold Buffers | `0` |
| Synth cell types | `55` |
| Clock Latency Late Sink | `0.34 ns` |
| Crit path capture type | `primary output` |
| Min Hold Slack | `0.366 ns` |
| Largest fanout on the critical path | `1` |
| Area of the mapped netlist | `3160 µm²` |
| Mapped Avg Cell Area | `11.4 µm²` |
| Dominant cell type by area after synthesis | `dfrtp_1` |
| Vias in the first global route | `1890` |
| Drt pass-1 iters | `4` |
| Layout cell share with drive strength beyond 1 | `0.0863` |
| Rows | `37` |
| Placer congestion estimate | `0.793` |
| Slew headroom | `0.430` |
| Detail Route Antenna Nets | `0` |
| Core area | `10300 µm²` |
| Die Ht | `105 µm` |
| Critical Path Start Type | `flop` |
| Max-cap violation count | `0` |
| Post-synthesis cell count | `278` |
| Crit path from | `wav_ad[11]$_DFFE_PP_` |
| Tmin final | `2.36 ns` |
| Peak VDD IR | `0.0951 mV` |
| Crit path DAT | `1.14 ns` |
| WP depth | `1` |
| Clock buffer depth | `2` |
| Final Hold Viols | `0` |
| Clk_skew | `0.0101 ns` |
| Sink Count | `66` |
| Flop2flop setup slack | `3.74 ns` |
| Post-DP HPWL | `3.51 mm` |
| Synth Flop Type | `dfrtp_1` |
| Die Span X | `105 µm` |
| Routed vias | `2077` |
| Setup TNS | `0 ns` |
| Gr usage total | `0.102` |
| Ys flops | `66` |
| Critical-path top delay cell | `clkdlybuf4s50_1` |
| Power, Total | `1.20 mW` |
| # diodes | `0` |
| Log Warnings | `35` |
| WL/cell | `11.5 µm` |
| Final Max Slew Viols | `0` |
| First-pass GRT wire length | `8.91 mm` |
| RR Startpoint | `end_cnt[8]$_DFFE_PN1N_` |
| Buf/Inv on CP | `1` |
| Ys async rst share | `0.758` |
| CTS tree | `built` |
| Reg2reg path depth | `7` |
| Synth area leaders | `dfrtp_1, edfxtp_1, ha_1` |
| # DRC | `0` |
| Fill cells | `1012` |
| Slowest stage delay, CP | `0.47 ns` |
| Syn. warnings | `1` |
| Routed vias/inst | `4.63` |
| Antenna violations before repair | `0` |
| Worst-Margin Slew | `0.855 ns` |
| # Cells Yosys | `278` |
| Setup crit end | `O_ROM_AB[11]` |
| R2r endpoint | `ad_cnt[8]$_DFFE_PN0P_` |
| Unrepaired setup endpoints after global routing | `false` |
| Post_cts resized | `0` |
| IO Port Bufs | `24` |
| Num CTS Buffers | `9` |
| Hold WC Path Type | `reg -> reg` |
| Post-CTS Setup Repair Bufs | `0` |
| CTS Root Cell | `clkbuf_8` |
| Crit Path Category | `reg -> out` |
## registers in the layout, indices dropped and copies added (netlist names), named ones only
signal and count:
sample_pls 1, sw1 2, status0 4, wav_ad 16, sw3 2, status1 4, ad_cnt 13, sw0 2
status2 2, end_cnt 4, sample 12, sw2 2
## routing by layer
layer	GRT usage	routed length, µm	vias up
met2	0.158	2320	40
li1	-	-	1044
met3	0.0216	232	10
met1	0.153	2510	983
met5	0	0	-
met4	0.0201	106	0
## where the power goes
| part | internal [mW] | switching (mW) |
|---|---|---|
| combinational | 0.141 | 0.146 |
| clock | 0.159 | 0.156 |
| sequential | 0.560 | 0.0353 |
| total | 0.860 | 0.337 |
## cells in the final DEF, fill, tap and decap left out, drive strengths merged, types with 2 or more instances in the layout
cell,count
inv,22
nand2b,6
and4,3
xnor2,6
dfrtp,47
clkdlybuf4s50,23
nor2b,6
nor4,5
o22ai,3
and2,3
buf,4
ha,20
a21boi,2
a21oi,13
o21ai,6
and3,2
nor3,3
nand4,8
nand2,20
conb,3
edfxtp,16
mux2i,7
or4,3
nor2,17
clkbuf,15
a21o,3
dfstp,3
o31ai,4
or3,2
nand3,14
xor2,5
## final cells by class
| cell class | instances | area [µm²] | share of cell area |
|---|---|---|---|
| Clock buffer | 15 | 156 | 0.0423 |
| Timing Repair Buffer | 27 | 258 | 0.0698 |
| Tap cell | 136 | 170 | 0.0461 |
| Multi-Input combinational cell | 182 | 1290 | 0.348 |
| Clock inverter | 1 | 5.00 | 0.00136 |
| Inverter | 22 | 82.6 | 0.0224 |
| Sequential cell | 66 | 1740 | 0.470 |
## synth_stat cells, drive strengths merged, types with 2 or more instances
cell    instances
dfrtp          47
inv            22
ha             20
nand2          20
nor2           17
edfxtp         16
nand3          14
a21oi          13
nand4           8
buf             7
mux2i           7
nand2b          6
nor2b           6
o21ai           6
xnor2           6
nor4            5
xor2            5
o31ai           4
a21o            3
and2            3
and4            3
dfstp           3
nor3            3
o22ai           3
or4             3
a21boi          2
and3            2
clkbuf          2
conb            2
or3             2
## logic make-up after synthesis
kind of cell,share of synthesized area
and+or+nand+nor,0.170
DFF,0.550
buffers and inverters,0.0440
adders and majority gates,0.0793
muxes,0.0258
AOI/OAI and AO/OA,0.0983
other,0.00238
xor gates and xnor gates,0.0305
## through the flow
step                      instances  instance area (µm²)  setup slack (ns)
after floorplan                 279                 3160              3.89
after global placement          433                 3530              3.42
after detailed placement        433                 3530              3.42
after CTS                       449                 3690              3.71
after global routing            449                 3690              3.55
final                           449                 3690              3.74
## how the worst min path moves through the flow
stage                             from  slack [ns]                to  cells past startpoint
final                 sw0[0]$_DFF_PN0_        0.37  sw0[1]$_DFF_PN0_                      0
after global routing  sw0[0]$_DFF_PN0_        0.38  sw0[1]$_DFF_PN0_                      0
after CTS             sw0[0]$_DFF_PN0_        0.37  sw0[1]$_DFF_PN0_                      0
Power figures rest on the tool's default switching activity, not on a simulated workload.
